[design/flow/run.sh]
#!/bin/bash
# OpenROAD 26Q1-2900-gdf79404cd8, Yosys 0.63+post, stock flow scripts
make -C /OpenROAD-flow-scripts/flow DESIGN_CONFIG=/design/flow/config.mk WORK_HOME=/design/flow/orfs finish
[design/flow/config.mk]
export PLATFORM = sky130hd
export DESIGN_NAME = ram_rc
export DESIGN_NICKNAME = ram_rc
export VERILOG_FILES = /design/flow/design.v
export SDC_FILE = /design/flow/constraint.sdc
export NUM_CORES = 4
export LEC_CHECK = 1
export CORE_UTILIZATION = 40
[design/flow/constraint.sdc]
current_design ram_rc

set clk_period 8.6
set clk_io_pct 0.2

create_clock -name clk0 -period $clk_period [get_ports {clk}]
create_clock -name clk1 -period $clk_period [get_ports {pci_clk}]

set non_clock_inputs [all_inputs -no_clocks]
set_input_delay [expr $clk_period * $clk_io_pct] -clock clk0 $non_clock_inputs
set_output_delay [expr $clk_period * $clk_io_pct] -clock clk0 [all_outputs]
[design/flow/design.v]
module ram_rc(clk,pci_clk,rnw,be,ra,wa,di,din_valid,do);
input clk;
input pci_clk;
input rnw;
input din_valid;
input [7:0] be;
input [2:0] ra,wa;
input [63:0] di;
output reg [63:0] do;
wire [63:0] mem_data,do_next;
wire [2:0] addr;
wire [63:0] loc0;
wire [63:0] loc1;
wire [63:0] loc2;
wire [63:0] loc3;
wire [63:0] loc4;
wire [63:0] loc5;
wire [63:0] loc6;
wire [63:0] loc7;
wire be0;
wire be1;
wire be2;
wire be3;
wire be4;
wire be5;
wire be6;
wire be7;
reg [63:0] column;
reg [63:0] mem[7:0];
assign addr = (rnw) ? wa : ra;
assign mem_data = mem[addr];
assign loc0 = mem[0];
assign loc1 = mem[1];
assign loc2 = mem[2];
assign loc3 = mem[3];
assign loc4 = mem[4];
assign loc5 = mem[5];
assign loc6 = mem[6];
assign loc7 = mem[7];
always @( addr or loc0 or loc1 or loc2 or loc3 or loc4 or loc5 or loc6 or loc7)
begin
case(addr)
3'b000:
column = {loc0[63:56],loc1[63:56],loc2[63:56],loc3[63:56],loc4[63:56],loc5[63:56],loc6[63:56],loc7[63:56]};
3'b001:
column = {loc0[55:48],loc1[55:48],loc2[55:48],loc3[55:48],loc4[55:48],loc5[55:48],loc6[55:48],loc7[55:48]};
3'b010:
column = {loc0[47:40],loc1[47:40],loc2[47:40],loc3[47:40],loc4[47:40],loc5[47:40],loc6[47:40],loc7[47:40]};
3'b011:
column = {loc0[39:32],loc1[39:32],loc2[39:32],loc3[39:32],loc4[39:32],loc5[39:32],loc6[39:32],loc7[39:32]};
3'b100:
column = {loc0[31:24],loc1[31:24],loc2[31:24],loc3[31:24],loc4[31:24],loc5[31:24],loc6[31:24],loc7[31:24]};
3'b101:
column = {loc0[23:16],loc1[23:16],loc2[23:16],loc3[23:16],loc4[23:16],loc5[23:16],loc6[23:16],loc7[23:16]};
3'b110:
column = {loc0[15:8],loc1[15:8],loc2[15:8],loc3[15:8],loc4[15:8],loc5[15:8],loc6[15:8],loc7[15:8]};
3'b111:
column = {loc0[7:0],loc1[7:0],loc2[7:0],loc3[7:0],loc4[7:0],loc5[7:0],loc6[7:0],loc7[7:0]};
endcase
end
assign be7 = (!be[7]) & rnw & din_valid;
assign be6 = (!be[6]) & rnw & din_valid;
assign be5 = (!be[5]) & rnw & din_valid;
assign be4 = (!be[4]) & rnw & din_valid;
assign be3 = (!be[3]) & rnw & din_valid;
assign be2 = (!be[2]) & rnw & din_valid;
assign be1 = (!be[1]) & rnw & din_valid;
assign be0 = (!be[0]) & rnw & din_valid;
always @(posedge pci_clk)
begin
mem[addr] <= {((be7)?di[63:56] : mem_data[63:56]),
				((be7)?di[55:48] : mem_data[55:48]),
				((be7)?di[47:40] : mem_data[47:40]),
				((be7)?di[39:32] : mem_data[39:32]),
				((be7)?di[31:24] : mem_data[31:24]),
				((be7)?di[23:16] : mem_data[23:16]),
				((be7)?di[15:8]  : mem_data[15:8]),
				((be7)?di[7:0]   : mem_data[7:0])};
end
assign do_next = (rnw) ? do:column;
always@(posedge clk)
begin
	do <= do_next;
end
endmodule
==> notes.md <==
impl run done, here's what came out: post-synthesis cell area 21700 µm², Netlist cell types ~44, Peak supply drop roughly 0.00021 V, DRT Wirelength roughly 54000 µm, first-pass GRT wire length 79500 µm, gr ovfl total 0, # fillers roughly 4300, Hold Path Class reg -> reg, Slew @ Worst Pin 0.865 ns, Die Wd 235 µm, setup ws final around 3.5 ns, cts hold-fix bufs 0, Pleak 0.00798 µW, Synthesis Warnings 1, post-CTS sizing 0, Final Hold Vio Count 0, largest net degree at the start of global routing between 60 and 70, Yosys Instances 1233, CTS sink count 576, Post-CTS Setup Repair Bufs 0, top_reg_cell synth edfxtp_1, vias about 12000, Vias/cell roughly 5.7, Seq share, synth 79.7%, Finished Layout Cells 2116, placer's final routability congestion estimate 0.849, Arrival @ worst endpoint 5.25 ns, critical path capture point type register, WL per Instance 25.5 µm, GRT Resource Usage Total 21.5%, register clock-pin slew on the reported worst setup and hold paths 0.07 ns, YS chip area 21700 µm², 1st-iter DRT viols approximately 1100, Port Buffers 137, Power, Total 5980 µW, fp util about 41%, # IOs 146, row count 84, Antenna Nets Post-Route 0, CP Launch Type primary input, Final Max Tran Viols 0, Placed Instances 2002, Max Cap Violations 0, OpenROAD warnings 33, DP HPWL 30500 µm, Flops after synth 576, Crit Path Category in -> reg, initial antenna violation count 13, Mapped Cells 1233, Seq. cell area 17300 µm², mean post-synth cell area 17.6 µm², Chip Height about 230 µm, Pre-antenna DRT Iters 6, detailed-route DRC error count 0, Logic area 4130 µm², clock tree from TritonCTS done, share of cells above drive strength 1 10.1%, vias in the first global route approximately 13000, pre-CTS setup slack 2.94 ns, full die area 55200 µm², relative slew slack 42.2%, RSZ-0062 raised after global routing no, P per Cell Area 233 nW/µm², ys async rst share 0%, critical-path maximum fanout 40, EDFF count, synth 576, core area 53100 µm², P&R area growth vs syn 18.4%, Final setup viols 0, Sum Neg Setup Slack 0 ns, run status completed, CP required 8.78 ns
==> critical path, cell delays in order <==
cell	delay [ns]
clkdlybuf4s50_1	0.48
buf_4	0.29
mux2i_4	0.27
buf_4	0.40
buf_4	0.51
nand2_1	0.24
nor2_4	0.69
buf_4	0.59
==> metal layers <==
layer,share of wire (%),track usage (%)
met1,35,27.0
met2,48,31.9
met3,14,14.0
met4,2.8,6.32
met5,0.17,0.779
==> final timing paths <==
check                   start    endpoint  slack (ns)  depth (start not counted)
setup / recovery          rnw  mem[1][57]        3.53                          8
hold / removal     mem[6][59]      do[11]        0.76                          1
setup reg to reg   mem[2][44]      do[44]        6.96                          4
hold reg to reg    mem[6][59]      do[11]        0.76                          1
max in group clk0       ra[1]       do[2]        3.81                          7
min in group clk1      di[45]  mem[4][45]        1.94                          1
==> cell usage after synthesis, drive strengths merged, types with 6 or more instances <==
| cell type | n | area [µm²] |
|---|---|---|
| clkbuf | 36 | 135 |
| nand2 | 26 | 100 |
| a222oi | 117 | 1170 |
| nor2 | 69 | 262 |
| a21oi | 10 | 50.1 |
| edfxtp | 576 | 17300 |
| nand2b | 180 | 1130 |
| buf | 48 | 264 |
| nand3 | 6 | 30.0 |
| a31oi | 58 | 363 |
| a22oi | 58 | 435 |
==> stage by stage <==
stage | cell area (µm²) | hold slack (ns) | utilization [%]
CTS | 25700 | 0.765 | 48.3
global route | 25700 | 0.765 | 48.4
finish | 25700 | 0.764 | 48.4
global placement | 23900 | 0.584 | 45.0
floorplan | 21700 | 0.516 | -
detailed placement | 23900 | 0.581 | 45.0
==> flip-flops by register name, summed over array words and instances (netlist names) <==
register	flops
do	64
mem	512
==> placed cells by master (no fill, tap or decap), drive strengths merged, types with 2 or more instances in the layout <==
cell	n
o32a	3
mux2i	4
bufinv	2
a311oi	3
o21ai	3
nand2	26
mux2	3
a31oi	58
nor3	3
clkinv	28
nor2b	3
a222oi	117
a22oi	58
a21boi	2
edfxtp	576
nand3b	4
nand3	6
o2bb2ai	2
clkbuf	69
mux4	2
o22ai	2
nand2b	180
diode	8
buf	30
nor2	69
o32ai	2
clkinvlp	5
a21oi	10
clkdlybuf4s50	135
inv	5
==> final cells by class <==
type	count	area share, %
antenna	8	0.0780
inverter	3	0.0439
timing repair buffer	165	6.12
sequential	576	67.4
multi-input combinational	570	16.1
clock buffer	69	5.98
clock inverter	37	0.965
tap	688	3.35
==> cells by family after synthesis <==
logic type | count (synthesis) | share of synthesized area, %
flops | 576 | 79.7
simple gates | 298 | 7.53
compound gates | 263 | 10.1
buf+inv | 87 | 1.89
mux | 9 | 0.681
==> where the power goes <==
part	switching [µW]	internal, µW
Sequential	18.0	3170
Combinational	235	163
Clock	1060	1340
Total	1320	4670
Power is estimated from default activity; no workload was simulated.
